### design/flow/design.v
module bullet (
    input logic shoot_bullet,
    frame_clk,
    vga_clk,
    input logic [3:0] direction,   
    output logic [9:0] x_pos_bullet_1,
    y_pos_bullet_1,
    x_pos_bullet_2,
    y_pos_bullet_2,
    output logic exists
);
  parameter [6:0] bullet_range = 7'd120;
  logic [6:0] bullet_distance_traveled, y_offset, x_offset, change_x, change_y;
  parameter [9:0] Ship_Center_X = 320;   
  parameter [9:0] Ship_Center_Y = 240;   
  logic shoot_left_right;
  always_ff @(posedge frame_clk) begin
    if (shoot_bullet) begin
      bullet_distance_traveled <= 7'd0;
      exists <= 1'b1;
      x_pos_bullet_1 <= Ship_Center_X;
      y_pos_bullet_1 <= Ship_Center_Y;
      x_pos_bullet_2 <= Ship_Center_X;
      y_pos_bullet_2 <= Ship_Center_Y;
      y_offset <= 0;
      x_offset <= 0;
      change_x <= 0;
      change_y <= 0;
      if (direction == 4'b1000 || direction == 4'b0100) begin   
        shoot_left_right <= 1'b0;
      end else begin   
        shoot_left_right <= 1'b1;
      end
    end else if (exists) begin
      if (bullet_distance_traveled >= bullet_range) begin
        exists <= 1'b0;
        bullet_distance_traveled <= 0;
      end else begin
        bullet_distance_traveled <= bullet_distance_traveled + 2;
        if (shoot_left_right == 1'b1) begin   
          x_offset <= x_offset + 2;
          x_pos_bullet_1 <= (Ship_Center_X + x_offset);
          x_pos_bullet_2 <= (Ship_Center_X - x_offset);
          if (direction == 4'b1000) begin   
            change_y <= (change_y + 1);
            change_x <= 0;
            y_pos_bullet_1 <= (Ship_Center_Y + change_y);
            y_pos_bullet_2 <= (Ship_Center_Y + change_y);
          end else if (direction == 4'b0100) begin
            change_y <= (change_y + 1);
            change_x <= 0;
            y_pos_bullet_1 <= (Ship_Center_Y - change_y);
            y_pos_bullet_2 <= (Ship_Center_Y - change_y);
          end else begin
            y_offset <= 0;
            y_pos_bullet_1 <= (Ship_Center_Y);
            y_pos_bullet_2 <= (Ship_Center_Y);
          end
        end else begin
          y_offset <= y_offset + 2;
          y_pos_bullet_1 <= (Ship_Center_Y + y_offset);
          y_pos_bullet_2 <= (Ship_Center_Y - y_offset);
          if (direction == 4'b0010) begin   
            change_x <= (change_x + 1);
            change_y <= 0;
            x_pos_bullet_1 <= (Ship_Center_X  - change_x);
            x_pos_bullet_2 <= (Ship_Center_X  - change_x);
          end else if (direction == 4'b0001) begin
            change_x <= (change_x + 1);
            change_y <= 0;
            x_pos_bullet_1 <= (Ship_Center_X  + change_x);
            x_pos_bullet_2 <= (Ship_Center_X  + change_x);
          end else begin
            x_offset <= 0;
            x_pos_bullet_1 <= (Ship_Center_X );
            x_pos_bullet_2 <= (Ship_Center_X );
          end
        end
      end
    end
  end
endmodule
### design/flow/run.sh
#!/bin/bash
# OpenROAD 26Q1-2900-gdf79404cd8, Yosys 0.63+post, stock flow scripts
make -C /OpenROAD-flow-scripts/flow DESIGN_CONFIG=/design/flow/config.mk WORK_HOME=/design/flow/orfs finish
### design/flow/config.mk
export PLATFORM = sky130hd
export DESIGN_NAME = bullet
export DESIGN_NICKNAME = bullet
export VERILOG_FILES = /design/flow/design.v
export SDC_FILE = /design/flow/constraint.sdc
export NUM_CORES = 4
export LEC_CHECK = 1
export CORE_UTILIZATION = 30
### design/flow/constraint.sdc
current_design bullet

set clk_period 6.4
set clk_io_pct 0.2

create_clock -name clk0 -period $clk_period [get_ports {frame_clk}]

set non_clock_inputs [all_inputs -no_clocks]
set_input_delay [expr $clk_period * $clk_io_pct] -clock clk0 $non_clock_inputs
set_output_delay [expr $clk_period * $clk_io_pct] -clock clk0 [all_outputs]
==> results.cfg <==
; generated from flow reports
[outcome]
outcome = complete, no violations

[route]
drtIter0Drc = 230
insertedDiodeCount = 0
postRouteAntennaNets = 0
routed_wl_um = 9987
number_of_vias_after_detailed_routing = 3574
drt_pre_antenna_iters = 5
routed_wire_length_per_instance_um = 14.77
routed_vias_inst = 5.287
detail_route.drc_violations = 0

[yosys]
postSynthAreaPerCell_um2 = 8.152
seq_area_frac_synth_pct = 33.95
ys.flop_type = sky130_fd_sc_hd__dfxtp_1
yosysWarningCount = 1
netlist_instances = 481
yosys-stat-cells = 481
synth_area_um2 = 3921
synth.lib_cells_used.distinct = 70
ys_ff = 66
enable_flop_cells = 1
synth-async-reset-ratio_pct = 0
yosys.stat.chipArea_um2 = 3921

[cts]
cts.path.max_buffers = 2
cts_sinks = 66
ctsHoldBuffers = 0
cts-resized-gates = 0
tritoncts = yes
cts-buffers-inserted = 9
clock-root-buffer = sky130_fd_sc_hd__clkbuf_16
worst_skew_pair.late_latency_ns = 0.33
clk_pin_slew_ns = 0.05
cts_post_setup_buffers_inserted = 0
cts_htree_levels = 3

[floorplanning]
floorplan.die.height_um = 116.3
core_area_um2 = 12670
die_area_um2 = 13530
rows = 41
ios = 48
die_width_um = 116.3
fp_util_pct = 30.95

[critical_path]
endpoint_kind = register
cp_slowest_stage_delay_ns = 0.64
path_delay_family = AND-OR/OR-AND gates
criticalPathCategory = primary input to register
cp_slowest_cell = sky130_fd_sc_hd__clkdlybuf4s50_1
worst_ep_required_time_ns = 6.64
cp-start-kind = primary input
worst-r2r-setup-slack_ns = 4.18
worst-path-buf-inv = 1
critical_path.max_fanout = 15
critPathArrivalTime_ns = 3.60
timing.critical_path.cells = clkdlybuf4s50_1 -> or3_1 -> a21oi_2 -> a31oi_1 -> a211oi_1

[global_routing]
globalRoute.totalOverflow = 0
grt_pass1_wl_um = 16500
grt_max_degree = 51
grt_util_all_layers_pct = 15.78
number_of_antenna_violations_at_the_first_check_in_global_routing = 0
via_count_of_the_first_global_routing_pass = 3253

[timing]
fmax_mhz = 297.5
setup-tns-final_ns = 0
hold_slack_ns = 0.4562
timing.final.hold_violations = 0
report.final.slew_viol_count = 0
final.min_clock_period_ns = 3.361
relSlewSlack_pct = 53.96
clock_skew_ns = 0.006951
rsz0062_at_grt = false
final_min_period_over_clock_period_pct = 52.52
tightestPinTransition_ns = 0.6887
setup_viol_count_final = 0

[cells_and_area]
layout-drive-gt1-share_pct = 7.937
flow.area_growth_from_synthesis_pct = 19.59

[power]
power_leakage_uw = 0.001632
power.ir.vdd_worst_mv = 0.1650
power.density_nw_per_um2 = 216.4

[placed_design]
globalplace.congestion = 0.8818
hpwl_after_detailed_placement_um = 6893
port_buffers = 42

[run]
cap_viol_max_count = 0
tool_warnings = 36

[worst_hold_path]
hold_path_class = register to register
==> metrics by stage <==
stage                     util [%]  power (uW)  area, um2  setup slack [ns]  cells
after floorplan                  -       498.1       3933             3.797    484
after global placement       34.62       523.1       4387             2.768    661
after detailed placement     34.62       523.8       4387             2.699    661
after CTS                    37.01        1025       4690             3.055    676
after global routing         37.01        1051       4690             2.887    676
final                        37.01        1015       4690             3.039    676
==> registers in the layout (all words and copies together), names as in the netlist <==
signal and count:
y_pos_bullet_1 7, x_pos_bullet_1 7, bullet_distance_traveled 6, shoot_left_right 1
y_pos_bullet_2 9, change_y 7, x_offset 6, exists 1
change_x 7, y_offset 6, x_pos_bullet_2 9
==> cell usage after synthesis, types with 4 or more instances <==
master                      n  area share [%]
sky130_fd_sc_hd__buf_2      9             1.1
sky130_fd_sc_hd__a21o_1     5            0.96
sky130_fd_sc_hd__nand2b_1   6            0.96
sky130_fd_sc_hd__ha_1      19             6.1
sky130_fd_sc_hd__buf_4      9             1.7
sky130_fd_sc_hd__or4_1      8             1.5
sky130_fd_sc_hd__a311oi_1   7             1.6
sky130_fd_sc_hd__inv_1     23             2.2
sky130_fd_sc_hd__o211ai_1   6             1.1
sky130_fd_sc_hd__nand2_1   37             3.5
sky130_fd_sc_hd__xnor2_1   10             2.2
sky130_fd_sc_hd__a31oi_1    5            0.80
sky130_fd_sc_hd__a221oi_1   4            0.89
sky130_fd_sc_hd__dfxtp_1   65              33
sky130_fd_sc_hd__a21oi_1   42             5.4
sky130_fd_sc_hd__nand3_1   22             2.8
sky130_fd_sc_hd__nand4_1    8             1.3
sky130_fd_sc_hd__a211oi_1   9             1.7
sky130_fd_sc_hd__nor2b_1    6            0.96
sky130_fd_sc_hd__nor3_1    21             2.7
sky130_fd_sc_hd__o31ai_1    8             1.5
sky130_fd_sc_hd__nor2_1    36             3.4
sky130_fd_sc_hd__or3_1      5            0.80
sky130_fd_sc_hd__o21ai_0   17             2.2
sky130_fd_sc_hd__clkbuf_1  23             2.2
==> cells in the final DEF (no fill, tap or decap), types with 4 or more instances in the layout <==
master	Yosys	layout
sky130_fd_sc_hd__a211oi_1	9	9
sky130_fd_sc_hd__a21o_1	5	5
sky130_fd_sc_hd__a21oi_1	42	42
sky130_fd_sc_hd__a221oi_1	4	4
sky130_fd_sc_hd__a311oi_1	7	7
sky130_fd_sc_hd__a31oi_1	5	5
sky130_fd_sc_hd__buf_4	9	6
sky130_fd_sc_hd__clkbuf_16	0	10
sky130_fd_sc_hd__clkdlybuf4s50_1	0	41
sky130_fd_sc_hd__conb_1	1	4
sky130_fd_sc_hd__dfxtp_1	65	65
sky130_fd_sc_hd__ha_1	19	19
sky130_fd_sc_hd__inv_1	23	23
sky130_fd_sc_hd__nand2_1	37	37
sky130_fd_sc_hd__nand2b_1	6	6
sky130_fd_sc_hd__nand3_1	22	22
sky130_fd_sc_hd__nand4_1	8	8
sky130_fd_sc_hd__nor2_1	36	36
sky130_fd_sc_hd__nor2b_1	6	6
sky130_fd_sc_hd__nor3_1	21	21
sky130_fd_sc_hd__o211ai_1	6	6
sky130_fd_sc_hd__o21ai_0	17	17
sky130_fd_sc_hd__o31ai_1	8	8
sky130_fd_sc_hd__or3_1	5	5
sky130_fd_sc_hd__or4_1	8	8
sky130_fd_sc_hd__xnor2_1	10	10
==> worst min-delay path, stage by stage, from the launching register on <==
cell and delay (ns):
sky130_fd_sc_hd__dfxtp_1 0.31, sky130_fd_sc_hd__nand2_1 0.05, sky130_fd_sc_hd__a21oi_1 0.05
==> final cells by class <==
type                    count  area [um2]
clock buffers              10       250.2
clock inverters             5       52.55
fillers                  1284        7981
inverters                  23       86.33
multi-input cells         352        2293
flip-flops and latches     66        1331
well taps                 172       215.2
repair buffers             48       460.4
==> power by group <==
group | internal, uW | leakage, uW | switching, uW
logic | 35.5 | 0.000946 | 49.5
registers | 421 | 0.000537 | 9.26
clock network | 320 | 0.000149 | 179
==> kinds of logic (layout without fill, tap and decap cells) <==
logic type | Yosys count | after routing | share of synthesized area [%]
flops | 66 | 66 | 33.95
buf+inv | 66 | 86 | 7.849
compound gates | 136 | 136 | 23.68
fa+ha+maj | 19 | 19 | 6.063
other cells | 1 | 4 | 0.09563
simple gates | 176 | 176 | 24.09
xor+xnor | 15 | 15 | 3.733
mux | 2 | 2 | 0.5424
==> routing by layer <==
metal,up-vias,part of all wire [%],global-route usage [%]
met5,-,0,0
met4,0,1.3,2.479
met1,1678,47,23.13
met2,98,46,25.01
met3,8,5.1,2.801
li1,1790,-,-
==> final timing paths <==
| kind | cells after the start | startpoint | endpoint |
|---|---|---|---|
| max | 5 | direction[2] | x_pos_bullet_1[7] |
| min | 2 | y_pos_bullet_1[8] | y_pos_bullet_1[8] |
| max reg2reg | 5 | bullet_distance_traveled[3] | x_offset[6] |
| min reg2reg | 2 | y_pos_bullet_1[8] | y_pos_bullet_1[8] |
No activity file was given, so power comes from the tool's default toggle rates.
