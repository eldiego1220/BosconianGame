## flow/config.mk

```make
export PLATFORM = sky130hd
export DESIGN_NAME = framebuffer
export DESIGN_NICKNAME = framebuffer
export VERILOG_FILES = /design/flow/design.v
export SDC_FILE = /design/flow/constraint.sdc
export NUM_CORES = 4
export LEC_CHECK = 1
export CORE_UTILIZATION = 30
```

## flow/constraint.sdc

```tcl
current_design framebuffer

set clk_period 6.2
set clk_io_pct 0.2

create_clock -name clk0 -period $clk_period [get_ports {clk_r}]
create_clock -name clk1 -period $clk_period [get_ports {clk_w}]

set non_clock_inputs [all_inputs -no_clocks]
set_input_delay [expr $clk_period * $clk_io_pct] -clock clk0 $non_clock_inputs
set_output_delay [expr $clk_period * $clk_io_pct] -clock clk0 [all_outputs]
```

## flow/design.v

```verilog
module framebuffer #(
    parameter WIDTH=4,   
    parameter DEPTH=256,  
    parameter INIT_F="",
    localparam ADDR_WIDTH = $clog2(DEPTH)
    ) (
    input logic clk_w,                
    input logic clk_r,                 
    input logic we,                     
    input logic [ADDR_WIDTH-1:0] addr_w,    
    input logic [ADDR_WIDTH-1:0] addr_r,     
    input logic [WIDTH-1:0] d_in,      
    output     logic [WIDTH-1:0] d_out      
    );
    logic [WIDTH-1:0] memory [DEPTH];
    initial begin
        if (INIT_F != 0) begin
            $display("Loading memory init file '%s' into bram_sdp.", INIT_F);
            $readmemh(INIT_F, memory);
        end
    end
    always_ff @(posedge clk_w) begin
        if (we) memory[addr_w] <= d_in;
    end
    always_ff @(posedge clk_r) begin
        d_out <= memory[addr_r];
    end
endmodule
```

## flow/run.sh

```bash
#!/bin/bash
# OpenROAD 26Q1-2900-gdf79404cd8, Yosys 0.63+post, stock flow scripts
make -C /OpenROAD-flow-scripts/flow DESIGN_CONFIG=/design/flow/config.mk WORK_HOME=/design/flow/orfs finish
```

==> metrics.csv <==
stage,metric,value,unit
clock_tree,hold_buf cts,0,
detailed_routing,drt wl/cell,23.97,µm
detailed_routing,Antenna Violating Nets Remaining,0,
timing,worst-margin pin slew,968.8,ps
setup_path,CP arrival,4240,ps
yosys,Post-Syn Area,40680,µm²
cells_and_area,Final Instance Area,46200,µm²
global_routing,first-pass GRT wire length,142.4,mm
detailed_routing,Post-route DRC,0,
yosys,Gate Count Post-Synth,2051,
placement,number of port buffers,25,
cells_and_area,layout filler cell count,12120,
timing,Max-Slew Margin vs Limit,35.23,%
placement,Placer Congestion,0.8696,
clock_tree,CTS tree,yes,
setup_path,CP top delay family,buffers and inverters,
yosys,chip area line of the yosys report,40680,µm²
floorplan,FP Util,30.36,%
yosys,"Avg Cell Area, Syn",19.83,µm²
timing,Pins Over Slew Limit,0,
placement,"worst slack, placed",1760,ps
yosys,"area share, top type",75.60,%
global_routing,initial antenna violation count,3,
placement,placed cell area,42920,µm²
floorplan,die footprint,137100,µm²
yosys,Synth Flop Type,edfxtp_1,
clock_tree,post-CTS setup buffers,0,
yosys,number of cells in Yosys stat,2051,
yosys,leading area contributor after synthesis,edfxtp_1,
placement,Final HPWL DP,58.74,mm
setup_path,critical path depth in cells,8,
timing,final setup margin,2047,ps
yosys,Synth flops,1028,
job,tool warnings,31,
detailed_routing,1st-iter DRT viols,1414,
setup_path,CP Class,input pin to register,
detailed_routing,vias after detailed routing,19900,
yosys,synth top area cells,"edfxtp_1 76%, mux4_2 14%, nor2_1 2.5%",
setup_path,"Largest stage delay, worst path",560,ps
setup_path,CP endpoint kind,register,
global_routing,grt ovf,0,
detailed_routing,DR vias/cell,5.037,
job,max cap viols,0,
power,peak supply drop,206.0,µV
detailed_routing,DR pass1 iterations,7,
timing,TNS Setup,0,ps
detailed_routing,ant diodes,0,
setup_path,buffer-and-inverter tally for the worst setup path,3,
worst_hold_path,worst hold stages,1,
setup_path,Critical Path Fanout Max,55,
global_routing,maximum number of pins on one net before global-route repair,151,
floorplan,core area,134000,µm²
worst_hold_path,HP Class,input pin to register,
cells_and_area,share of post-route cells with drive strength above 1,21.30,%
setup_path,r2r startpoint,memory[163][3]$_DFFE_PP_,
power,power density of the placed cells,311.7,nW/µm²
global_routing,vias in the first global route,22310,
setup_path,Crit path top cell by count,mux4_2,
timing,Final Hold Fails,0,
timing,Final setup violation count,0,
power,Lkg Pwr,13.85,nW
setup_path,CP startpoint,addr_r[0],
floorplan,die width,370.2,µm
worst_hold_path,worst hold start,d_in[2],
setup_path,CP Cell Sequence,buf_8 > buf_12 > mux4_2 > mux4_2 > nor3b_1 > nor4_1 > buf_4 > o211ai_1,
yosys,most common library cells after synthesis,"1024 x edfxtp_1, 275 x nor2_1, 250 x mux4_2, 68 x clkbuf_1, 65 x mux2i_1",
yosys,Unique masters post-synth,42,
floorplan,Die Height,370.2,µm
global_routing,gr usage total,15.10,%
yosys,Synthesis Warnings,1,
detailed_routing,DRT Wirelength,94.70,mm
cells_and_area,Area Overhead vs Synth,13.58,%
yosys,ys async rst share,0,%
timing,RSZ-0062 raised after global routing,false,
setup_path,worst path required time,6290,ps
yosys,"count leader, synth",edfxtp_1,
setup_path,Worst setup SP type,input pin,
clock_tree,CTS Sinks,1028,
yosys,number of enable flip-flop cells,1024,
yosys,sequential share of the synthesized area,75.79,%
timing,smallest hold slack,1016,ps
setup_path,"Slowest-stage cell, CP",mux4_2,
setup_path,cells on worst reg2reg path,7,
clock_tree,"Reg clk slew, reported paths",60,ps
floorplan,IO Count,27,
clock_tree,Post-CTS Resized,0,
status,status,completed,
floorplan,Row Count,134,
==> registers in the layout (all words and copies together), names as in the netlist <==
register	count
memory	1024
d_out	4
==> power by group <==
part	internal [mW]	switching, mW
Sequential	7.66	0.0132
Clock	3.49	2.55
Combinational	0.250	0.438
==> metal layers <==
layer  up-vias  wire (µm)  GRT usage [%]
met1     10130      32570          17.31
met5         -        184          1.014
met4        10       2241          3.036
met2      1112      44800          22.79
li1       8495          -              -
met3       158      14900          11.44
==> per-stage QoR <==
step / utilization (%) / instances / power, mW
after floorplan: - / 2051 / 8.205
after global placement: 32.04 / 3766 / 8.506
after detailed placement: 32.04 / 3766 / 8.519
after CTS: 34.49 / 3951 / 14.53
after global routing: 34.49 / 3951 / 14.83
final: 34.49 / 3951 / 14.40
==> final timing paths <==
kind | slack [ps] | end
setup / recovery | 2050 | d_out[2]$_DFF_P_
min in group clk0 | 1350 | d_out[2]$_DFF_P_
max in group clk1 | 2610 | memory[187][0]$_DFFE_PP_
hold reg to reg | 1350 | d_out[2]$_DFF_P_
setup reg to reg | 3290 | d_out[3]$_DFF_P_
hold / removal | 1020 | memory[192][2]$_DFFE_PP_
==> layout by cell type, fill, tap and decap left out, types with 10 or more instances in the layout <==
cell type / synthesis / final
clkinv_1: 0 / 20
mux4_2: 250 / 250
buf_4: 11 / 44
nand4_1: 15 / 15
nand3_1: 39 / 39
bufinv_16: 0 / 10
a21oi_1: 13 / 13
mux2i_1: 65 / 65
clkbuf_1: 68 / 19
nor2_1: 275 / 275
o211ai_1: 13 / 13
nor2b_1: 26 / 26
a22oi_1: 32 / 32
nand2b_1: 12 / 12
o21ai_0: 16 / 16
edfxtp_1: 1024 / 1024
clkbuf_16: 0 / 104
nand2_1: 55 / 55
clkinv_2: 0 / 19
o22ai_1: 10 / 10
clkdlybuf4s50_1: 0 / 16
==> worst reg2reg max path, delay by kind of cell (launching register included) <==
| kind | cells | cell delay [ps] |
|---|---|---|
| buffers and inverters | 1 | 180 |
| multiplexers | 1 | 470 |
| AND-OR/OR-AND | 3 | 560 |
| AND/OR/NAND/NOR | 2 | 720 |
| flip-flops | 1 | 390 |
==> final cells by class <==
class | instances | area, µm² | share of cell area [%]
sequential | 1028 | 30830 | 66.73
multi-input combinational | 893 | 9153 | 19.81
tap | 1768 | 2212 | 4.788
clock buffer | 123 | 2674 | 5.787
inverter | 2 | 7.507 | 0.01625
clock inverter | 62 | 609.3 | 1.319
timing repair buffer | 75 | 715.7 | 1.549
==> logic make-up (layout without fill, tap and decap cells) <==
family / after synthesis / after routing / share of synthesized area [%]
multiplexers: 321 / 321 / 15.61
AND/OR/NAND/NOR: 447 / 447 / 4.731
AND-OR/OR-AND: 125 / 125 / 2.153
flip-flops: 1028 / 1028 / 75.79
buffers and inverters: 130 / 262 / 1.713
Power figures rest on the tool's default switching activity, not on a simulated workload.
