<file path="design.v">
module enemy_bullet(
    input frame_clk, 
    input [9:0] enemy_base_tl_x, enemy_base_tl_y,  
    output [9:0] enemy_bullet_x, enemy_bullet_y,
    output show_bullet
);
logic [9:0] enemy_base_x_center;
logic [9:0] enemy_base_y_center;
assign enemy_base_x_center = enemy_base_tl_x + 32;
assign enemy_base_y_center = enemy_base_tl_y + 36;
parameter [9:0] Ship_Center_X = 320;   
parameter [9:0] Ship_Center_Y = 240;   
logic shoot_bullet;
parameter [7:0] bullet_range = 8'd100;
logic [7:0] bullet_distance_traveled;
logic [1:0] shoot_l_or_r;
always_ff @(posedge frame_clk) begin
    if (shoot_bullet == 1'b0) begin
        if ((Ship_Center_X <= enemy_base_x_center + 100 && Ship_Center_X >= enemy_base_x_center - 100) && 
				(Ship_Center_Y <= enemy_base_y_center + 75 && Ship_Center_Y >= enemy_base_y_center - 75)) begin
            shoot_bullet <= 1'b1;
            show_bullet <= 1'b1;
            enemy_bullet_x <= enemy_base_x_center;
            enemy_bullet_y <= enemy_base_y_center;
        end
    end else begin
       shoot_l_or_r <= (enemy_base_x_center >= Ship_Center_X) ? 2'b10 : 2'b01;  
       enemy_bullet_y <= enemy_base_y_center;
       if (bullet_distance_traveled >= bullet_range) begin
            shoot_bullet <= 1'b0;
            show_bullet <= 1'b0;
            bullet_distance_traveled <= 0;
            enemy_bullet_x <= enemy_base_x_center;
       end else begin
            if (shoot_l_or_r == 2'b10) begin           
                enemy_bullet_x <= enemy_bullet_x - 2; 
                bullet_distance_traveled <= bullet_distance_traveled + 2;
            end
            else if (shoot_l_or_r == 2'b01) begin
                enemy_bullet_x <= enemy_bullet_x + 2; 
                bullet_distance_traveled <= bullet_distance_traveled + 2;
            end
       end
    end
end
endmodule   
</file>
<file path="run.sh">
#!/bin/bash
# OpenROAD 26Q1-2900-gdf79404cd8, Yosys 0.63+post, stock flow scripts
make -C /OpenROAD-flow-scripts/flow DESIGN_CONFIG=/design/flow/config.mk WORK_HOME=/design/flow/orfs finish
</file>
<file path="config.mk">
export PLATFORM = sky130hd
export DESIGN_NAME = enemy_bullet
export DESIGN_NICKNAME = enemy_bullet
export VERILOG_FILES = /design/flow/design.v
export SDC_FILE = /design/flow/constraint.sdc
export NUM_CORES = 4
export LEC_CHECK = 1
export CORE_AREA = 10 10 109 109
export DIE_AREA = 0 0 119 119
</file>
<file path="constraint.sdc">
current_design enemy_bullet

set clk_period 4.1
set clk_io_pct 0.2

create_clock -name clk0 -period $clk_period [get_ports {frame_clk}]

set non_clock_inputs [all_inputs -no_clocks]
set_input_delay [expr $clk_period * $clk_io_pct] -clock clk0 $non_clock_inputs
set_output_delay [expr $clk_period * $clk_io_pct] -clock clk0 [all_outputs]
</file>
==> flow_summary_export.csv <==
group,metric,value,unit
run_status,status,"finished, final reports clean",
logic_synthesis,synthesis.instances,282,
clock_tree,clk_latency,0.27,ns
clock_tree,ctsHoldBuffers,0,
critical_path,worstSetupStartpointType,"primary input",
clock_tree,clock_sinks,31,
logic_synthesis,ys_warn_count,9,
final_layout,layout_top_cells,"41 x clkdlybuf4s50_1, 30 x edfxtp_1, 23 x inv_1, 23 x ha_1, 21 x nor2_1",
sta,period_used_share,85.6,%
routing,vias_per_cell,4.54,
sta,fmax,0.285,GHz
clock_tree,cts_tree,"yes",
die,row_count,36,
placed_design,dp_hpwl,4440,um
die,die-area,14200,sq um
power,p_sw,0.000262,W
sta,period_needed,3.51,ns
logic_synthesis,async_flop_share,0,%
worst_hold_path,holdCritPathClass,"register to register",
clock_tree,cts_setup_buffers,0,
routing,drc,0,
critical_path,crit_type,"primary input to register",
logic_synthesis,syn_area_per_cell,9.33,sq um
clock_tree,ctsResizeCount,0,
logic_synthesis,numSynthFlops,31,
die,io_pins,42,
die,die.size.x,119,um
clock_tree,cts-buffers-inserted,5,
power,swShare,29.1,%
sta,tns,0,ns
power,comb_power_share,30.8,%
logic_synthesis,yosysUniqueCellTypes,61,
logic_synthesis,yosysChipArea,2630,sq um
power,power_frac_clock,24.2,%
sta,rsz0062_at_grt,"no",
critical_path,cp.required,4.04,ns
grt,grt_pass1_vias,1954,
sta,tightest_slew,0.672,ns
sta,slew_headroom,55.2,%
clock_tree,htreeDepth,2,
clock_tree,cts-root-buf,"clkbuf_8",
clock_tree,clockBufferDepth,2,
sta,holdWs,0.522,ns
final_layout,drive_gt1_share,7.08,%
sta,hold_violations,0,
power,cellLeakagePower,1.27,nW
power,ir_drop,0.000126,V
placed_design,io_buffers,41,
power,p_int,0.000638,W
final_layout,mostFrequentLayoutCell,"clkdlybuf4s50_1",
grt,antenna_found_initial,0,
run,drv_cap,0,
logic_synthesis,synthFlopType,"edfxtp_1",
routing,first_iter_violations,65,
routing,antenna_cells_inserted,0,
sta,setup_violations,0,
routing,drtPass1Iterations,4,
final_layout,area.growth.synth_to_final,24.4,%
die,die.size.y,119,um
placed_design,place_area,3190,sq um
die,initial_core_util,27.3,%
routing,detail_route.wl_per_cell,11.9,um
critical_path,arrival,3.45,ns
die,core_region_area,9640,sq um
logic_synthesis,ys_cells,282,
logic_synthesis,ys_seq_share,35.0,%
routing,ant_nets,0,
sta,maxSlewViolCount,0,
power,power_frac_seq,44.9,%
grt,overflow,0,
grt,grt_pass1_wl,9030,um
final_layout,final_cell_area,3270,sq um
grt,track_usage,7.48,%
routing,routed_wl,5430,um
critical_path,cp_max_fo,10,
clock_tree,clkTransAtPathRegs,0.06,ns
routing,num_vias,2079,
sta,skew,0.00276,ns
power,p_per_area,275,nW/um^2
critical_path,cp-end-kind,"register",
logic_synthesis,edf_count,30,
placed_design,gp_congestion,0.815,
run,tool_warnings,36,
final_layout,fillers,996,
logic_synthesis,synth_area,2630,sq um
grt,grt_start_max_net_pins,22,
power groups by stage:
stage	clock network, W	logic [W]	registers, W
after CTS	0.000226	0.000282	0.000405
after global routing	0.000238	0.000312	0.000409
final	0.000218	0.000277	0.000404
cells in the mapped netlist, drive strengths merged (2+ instances only):
| master | count | area, sq um |
|---|---|---|
| a211oi | 5 | 37.5 |
| a21bo | 2 | 20.0 |
| a21boi | 2 | 15.0 |
| a21o | 6 | 45.0 |
| a21oi | 17 | 85.1 |
| a31oi | 4 | 25.0 |
| and2 | 2 | 12.5 |
| and3 | 3 | 18.8 |
| and4 | 2 | 17.5 |
| buf | 8 | 50.1 |
| clkbuf | 4 | 15.0 |
| edfxtp | 30 | 901 |
| ha | 23 | 288 |
| inv | 23 | 86.3 |
| mux2i | 2 | 20.0 |
| nand2 | 19 | 71.3 |
| nand2b | 3 | 18.8 |
| nand3 | 11 | 60.1 |
| nor2 | 21 | 78.8 |
| nor2b | 6 | 37.5 |
| nor3 | 10 | 50.1 |
| nor3b | 2 | 15.0 |
| nor4 | 4 | 25.0 |
| o211a | 3 | 30.0 |
| o211ai | 2 | 15.0 |
| o21a | 3 | 23.8 |
| o21ai | 14 | 70.1 |
| o21bai | 2 | 15.0 |
| o311ai | 2 | 25.0 |
| o31ai | 2 | 15.0 |
| or2 | 2 | 12.5 |
| or3 | 3 | 18.8 |
| or3b | 2 | 17.5 |
| xnor2 | 12 | 105 |
| xor2 | 8 | 77.6 |
cell families (layout without fill, tap and decap cells):
kind of cell,after synthesis,in the layout,synth area share (%)
flip-flops,31,31,35.0
other,1,1,0.143
AND/OR/NAND/NOR,95,95,18.8
multiplexers,3,3,1.33
XOR/XNOR,20,20,6.95
adder cells (fa/ha/maj),24,24,11.7
AND-OR/OR-AND,73,73,20.3
buffers and inverters,35,78,5.76
path summary, 6_finish.rpt:
check	start	end	slack [ns]	depth (start not counted)
hold reg to reg	shoot_bullet$_DFF_P_	shoot_bullet$_DFF_P_	0.52	1
setup / recovery	enemy_base_tl_y[3]	enemy_bullet_y[3]$_DFFE_PP_	0.59	10
hold / removal	shoot_bullet$_DFF_P_	shoot_bullet$_DFF_P_	0.52	1
setup reg to reg	register	enemy_bullet_x[9]$_DFFE_PP_	1.62	9
sequential cells by signal, indices dropped and copies added, names as in the netlist, named ones only:
register / cells
enemy_bullet_y: 10
enemy_bullet_x: 10
shoot_bullet: 1
bullet_distance_traveled: 7
show_bullet: 1
area by class of cell:
class | instances | area (sq um) | share of cell area (%)
multi-input cells | 216 | 1560 | 47.6
flip-flops and latches | 31 | 921 | 28.2
repair buffers | 47 | 455 | 13.9
well taps | 133 | 166 | 5.09
inverters | 23 | 86.3 | 2.64
clock buffers | 5 | 68.8 | 2.10
clock inverters | 3 | 15.0 | 0.459
stage by stage:
stage	power, W	setup WS, ns	util, %	std cells
after floorplan	0.000581	0.703	-	282
after global placement	0.000690	0.359	33.1	450
after detailed placement	0.000691	0.276	33.1	450
after CTS	0.000913	0.570	33.9	458
after global routing	0.000959	0.270	33.9	458
final	0.000900	0.590	33.9	458
critical path: stages:
cell and delay [ns]:
clkdlybuf4s50_1 0.62, ha_1 0.38, nand2_1 0.13, a221oi_2 0.40, inv_1 0.17, nor2_1 0.15
o211ai_1 0.13, o311ai_2 0.12, o2111ai_4 0.19, nand2_1 0.33
per-layer routing:
metal | GRT usage [%] | part of all wire [%] | vias up
met5 | 0 | 0 | -
met4 | 0.992 | 1.6 | 0
met3 | 1.77 | 5.1 | 5
met2 | 12.2 | 45 | 35
met1 | 10.2 | 48 | 931
li1 | - | - | 1108
No activity file was given, so power comes from the tool's default toggle rates.
